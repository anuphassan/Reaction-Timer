[flow/run.sh]
#!/bin/bash
# OpenROAD 26Q1-2900-gdf79404cd8, Yosys 0.63+post, stock flow scripts
make -C /OpenROAD-flow-scripts/flow DESIGN_CONFIG=/design/flow/config.mk WORK_HOME=/design/flow/orfs finish
[flow/config.mk]
export PLATFORM = sky130hd
export DESIGN_NAME = clock_divider
export DESIGN_NICKNAME = clock_divider
export VERILOG_FILES = /design/flow/design.v
export SDC_FILE = /design/flow/constraint.sdc
export NUM_CORES = 4
export LEC_CHECK = 1
export CORE_AREA = 10 10 83 83
export DIE_AREA = 0 0 93 93
[flow/constraint.sdc]
current_design clock_divider

set clk_period 2.3
set clk_io_pct 0.2

create_clock -name clk0 -period $clk_period [get_ports {clk}]

set non_clock_inputs [all_inputs -no_clocks]
set_input_delay [expr $clk_period * $clk_io_pct] -clock clk0 $non_clock_inputs
set_output_delay [expr $clk_period * $clk_io_pct] -clock clk0 [all_outputs]
[flow/design.v]
module clock_divider(clk,clk_out,reset);
input clk,reset;
reg [15:0] count_reg = 0;
output reg clk_out = 0;
always @(posedge clk or negedge reset) begin
    if (!reset) begin
        count_reg <= 0;
        clk_out <= 0;
    end else begin
        if (count_reg < 24999) begin
            count_reg <= count_reg + 1;
        end else begin
            count_reg <= 0;
            clk_out <= ~clk_out;
        end
    end
end
endmodule
==> results_slide.txt <==
Physical Implementation Snapshot

Outcome
  • Status: finished, final reports clean

Clocking
  • Post-cts sizing count: 0
  • Max Buffers Root-to-Sink: 2
  • H-tree Lvls: 1
  • Reg clk slew, reported paths: 0.06 ns
  • Total CTS buffers: 3
  • CTS root buf: clkbuf_8
  • TritonCTS clock tree: built
  • Post-CTS Hold Fix Bufs: 0
  • Clk sink count: 17
  • Clk ins delay skew pair: 0.24 ns
  • Post-CTS setup buffer count: 0

Worst setup path
  • CP Data Arrival Time: between 1.5 and 2 ns
  • FF-to-FF path depth: 5
  • CP max stage delay: 0.40 ns
  • CP bufs+invs: 0
  • Slowest CP cell: dfrtp_1
  • Worst path cell trace: ha_1 > and2_1 > o31ai_2 > a31oi_4 > xor2_1
  • Crit Path Max Fanout: 16
  • CP startpoint kind: flop
  • Crit end category: flop
  • Worst path depth: 5
  • Setup CP Type: flop to flop
  • Delay-heaviest family, CP: AND-OR/OR-AND gates
  • Worst EP required: between 2 and 2.5 ns

Final timing
  • Worst Skew: 0.00133 ns
  • Final Max Tran Viols: 0
  • Unrepaired setup endpoints after global routing: false
  • Hold Fails Final Rpt: 0
  • FMAX: 592 MHz
  • Final setup fails: 0
  • TNS Setup: 0 ns
  • Period utilization: 73.4%
  • Setup ws final: 0.611 ns
  • Final critical-path required period: 1.69 ns

Synthesis
  • Synthesized registers: 17
  • Unique masters post-synth: 25
  • Cell area leaders: dfrtp_1 (50%), xnor2_1 (9.3%), nor2_1 (6.6%)
  • Post-synthesis cell area: 851 um^2
  • Area share, top type: 50.0%
  • Yosys cell count: 78
  • Yosys chip area: between 800 and 900 um^2
  • Synth async-reset ratio: 100%
  • Top post-synthesis cells by count: dfrtp_1 (17), nor2_1 (15), xnor2_1 (9), nor3_1 (5), xor2_1 (4)
  • Post-Syn Instances: 78
  • Avg Cell Area, Syn: 10.9 um^2
  • EDFF count, synth: 0
  • Yosys Warn Count: 1
  • Leading area contributor after synthesis: dfrtp_1
  • Most used DFF post-synth: dfrtp_1
  • Seq share, synth: 50.0%
  • Top-count cell post-synth: dfrtp_1

Drt
  • First-pass DRT Iterations: 4
  • Post-route DRC violation count: 0
  • Routed WL per cell: approximately 8.5 um
  • Post-route antenna net violation count: 0
  • Vias: ~520
  • DR vias/cell: 3.39
  • Drt total wl: between 1000 and 1500 um
  • ANT cells: 0
  • Initial DRC count: 9

Floorplanning
  • Boundary Pins: 3
  • Core area: 5140 um^2
  • Die X: slightly above 90 um
  • Site Rows: 26
  • Die area: 8650 um^2
  • Chip height: 93 um
  • Starting Density: 16.6%

Run
  • Number of logged tool warnings: 25
  • Max-Cap Viols: 0

GRT
  • Pin count of the biggest net entering global routing: 18
  • First-pass GRT wire length: 2410 um
  • Gr usage total: 3.27%
  • Initial antenna violation count: 0
  • Vias in the first global route: 541
  • Total grt overflow: 0

Place
  • IO Port Bufs: 2
  • Detail Placement HPWL: 937 um
  • Pre-CTS setup slack: 0.597 ns
  • RePlAce Congestion: between 0.7 and 0.8

Pwr
  • Peak supply drop: 0.000393 V
  • Lkg Pwr: 0.000395 uW
  • PwrDens: 739 nW/um^2

Cells and area
  • # fillers: 588
  • Share of post-route cells with drive strength above 1: 16.7%
  • Area growth from synthesis to layout: 17.5%
  • Max reg flops: 16

Min path
  • HP Class: flop to flop
  • WHS Path Cells: 1
logic make-up (layout without fill, tap and decap cells):
kind of cell | count (synthesis) | count (layout) | share of synthesized area [%]
other cells | 1 | 1 | 0.441
buf+inv | 3 | 9 | 2.21
compound gates | 5 | 5 | 6.18
simple gates | 38 | 38 | 26.3
xor+xnor | 13 | 13 | 13.4
fa+ha+maj | 1 | 1 | 1.47
flops | 17 | 17 | 50.0
cell usage in the layout, fill, tap and decap left out:
master           instances
nor2b_1                  1
a31o_2                   1
nand2_1                  3
xnor2_1                  9
nor4_2                   1
ha_1                     1
nand4_4                  1
dfrtp_1                 17
clkdlybuf4s50_1          2
nor2_1                  15
nor2_2                   2
and2_1                   1
nor4_1                   1
a31oi_4                  1
buf_4                    1
inv_1                    2
conb_1                   1
nor3_1                   5
xor2_1                   4
o31ai_2                  1
nand2_2                  1
nand3_1                  2
nor3_2                   1
a21oi_1                  2
clkbuf_1                 1
clkbuf_8                 3
nand4_1                  3
nor4_4                   1
power breakdown:
part	switching, uW	total, uW	internal (uW)
logic	58.8	122	62.8
registers	56.6	402	346
clock network	92.6	215	123
through the flow:
step / util (%) / instance area, um^2 / total power [uW] / hold slack [ns] / cells
detailed placement: 18.6 / 955 / 531 / 0.456 / 150
CTS: 19.4 / 1000 / 751 / 0.464 / 154
global route: 19.4 / 1000 / 784 / 0.486 / 154
global placement: 18.6 / 955 / 532 / 0.447 / 150
floorplan: - / 851 / 483 / 0.164 / 78
finish: 19.4 / 1000 / 739 / 0.467 / 154
area by class of cell:
| class | count | area (um^2) | share of cell area (%) |
|---|---|---|---|
| multi-input cells | 58 | 407 | 40.7 |
| clock buffers | 4 | 45.0 | 4.51 |
| flip-flops and latches | 17 | 425 | 42.6 |
| repair buffers | 3 | 27.5 | 2.75 |
| well taps | 70 | 87.6 | 8.76 |
| inverters | 2 | 7.51 | 0.751 |
path summary, 6_finish.rpt:
| check | startpoint | to | slack (ns) |
|---|---|---|---|
| worst max-delay path | count_reg[0] | clk_out | 0.61 |
| worst min-delay path | count_reg[0] | count_reg[0] | 0.47 |
| worst max register to register | count_reg[0] | clk_out | 0.61 |
| worst min register to register | count_reg[0] | count_reg[0] | 0.47 |
| max in group asynchronous | reset | count_reg[13] | 1.58 |
| min in group asynchronous | reset | count_reg[15] | 0.54 |
layer usage:
metal | routed length (um) | up-vias | global-route usage, %
met2 | 538 | 4 | 4.73
met3 | 33 | 2 | 0.808
met4 | 14 | 0 | 0.900
li1 | - | 275 | -
met1 | 729 | 241 | 4.75
met5 | 0 | - | 0
Power and IR drop assume default switching activity.
