$ cat ./constraint.sdc
current_design BCD_counter

set clk_period 3.7
set clk_io_pct 0.2

create_clock -name clk0 -period $clk_period [get_ports {clk}]

set non_clock_inputs [all_inputs -no_clocks]
set_input_delay [expr $clk_period * $clk_io_pct] -clock clk0 $non_clock_inputs
set_output_delay [expr $clk_period * $clk_io_pct] -clock clk0 [all_outputs]
$ cat ./design.v
module BCD_counter(clk,clear,enable,out0,out1,out2);  
	input clk,clear,enable;
	output reg [3:0] out0,out1,out2;
	always @(posedge clk) begin
		if(clear) begin
			out0 <= 0;
			out1 <= 0;
			out2 <= 0;
		end else if(enable) begin
			if(out0 == 4'b1001) begin
				out0 <= 0;
				if(out1 == 4'b1001) begin
					out1 <= 0;
					if(out2 == 4'b1001) begin
						out2 <= 0;
					end else begin
						out2 <= out2 + 1;
					end
				end else begin
					out1 <= out1 + 1;
				end
			end else begin
				out0 <= out0 + 1;
			end
		end
	end
endmodule
$ cat ./run.sh
#!/bin/bash
# OpenROAD 26Q1-2900-gdf79404cd8, Yosys 0.63+post, stock flow scripts
make -C /OpenROAD-flow-scripts/flow DESIGN_CONFIG=/design/flow/config.mk WORK_HOME=/design/flow/orfs finish
$ cat ./config.mk
export PLATFORM = sky130hd
export DESIGN_NAME = BCD_counter
export DESIGN_NICKNAME = BCD_counter
export VERILOG_FILES = /design/flow/design.v
export SDC_FILE = /design/flow/constraint.sdc
export NUM_CORES = 4
export LEC_CHECK = 1
export CORE_AREA = 10 10 72 72
export DIE_AREA = 0 0 82 82
==> impl_metrics.json <==
{
  "status": "completed",
  "layout-drive-gt1-share_pct": 8.989,
  "critical_path_class": "in2reg",
  "fillers": 400,
  "p_per_area_mw_per_mm2": 329.9,
  "ys_chip_area_um2": 634.4,
  "lay_top_count": "clkdlybuf4s50_1",
  "postCtsSetupBuffers": 0,
  "hold_buffers": 0,
  "grt_pass1_wl_mm": 2.697,
  "clkTransAtPathRegs_ps": 60,
  "dp_hpwl_mm": 1.114,
  "slew_violations": 0,
  "ys_seq_elements": 12,
  "synth_area_um2": 634.4,
  "cts_tree": "built",
  "synthCells": 72,
  "fp-utilization_pct": 17.20,
  "std_cell_rows": 22,
  "setup_violations": 0,
  "clockRootBuffer": "clkbuf_8",
  "finalSetupTns_ps": 0,
  "leakagePower_nw": 0.3087,
  "cts.repair.resized": 0,
  "place_inst": 133,
  "holdWs_ps": 522.4,
  "maxCapViolCount": 0,
  "worstMarginPinSlew_ps": 567.7,
  "pre_cts_ws_ps": 1368,
  "die_w_um": 82,
  "drc": 0,
  "antennaDiodeCount": 0,
  "fp.coreArea_mm2": 0.003689,
  "required_ps": 3820,
  "io_pins": 15,
  "syn_avg_cell_area_um2": 8.811,
  "p_total_mw": 0.2922,
  "routed_wl_mm": 1.520,
  "fin_ws_ps": 1633,
  "ys_types": 28,
  "viasPerCell": 4.336,
  "worst_setup_path_start_kind": "input port",
  "htreeDepth": 1,
  "critPathMaxFanout": 9,
  "worstSkewPairLatency_ps": 240,
  "finalHoldViolCount": 0,
  "grt_use_total_pct": 4.815,
  "max_freq_mhz": 483.9,
  "antenna_found_initial": 0,
  "dpl_cell_area_um2": 830.8,
  "vias": 594,
  "io_buffers": 14,
  "period_minus_slack_ps": 2067,
  "die_h_um": 82,
  "layout_top_cells": "clkdlybuf4s50_1, dfxtp_1, nor2b_1",
  "post_drt_wl_per_cell_um": 11.09,
  "first_iter_violations": 39,
  "grt_pass1_vias": 559,
  "ys_seq_share_pct": 37.87,
  "final_util_pct": 24.02,
  "ys.warnings.count": 1,
  "cts_made_buffers": 3,
  "final_cells": 137,
  "yosysCellCount": 72,
  "firstDrtPassIters": 4,
  "finalCritPeriodShare_pct": 55.85,
  "syn_to_final_growth_pct": 39.65,
  "gr-total-overflow": 0,
  "die_area_mm2": 0.006724,
  "ant_nets": 0,
  "clkSinkCount": 12,
  "fin_skew_ps": 4.805,
  "cp.arrival_ps": 2190,
  "relSlewSlack_pct": 62.04,
  "grt_setup_unrepaired": "false",
  "min_path_type": "reg2reg",
  "stdcell_area_um2": 885.9,
  "place_congestion": 0.8185,
  "tool_warnings": 25,
  "grt_max_degree": 16,
  "clockBufferDepth": 2,
  "endpoint_kind": "flip-flop",
  "peakVddDrop_v": 0.0001615
}
worst max-delay path, stage by stage:
cell and delay, ps:
clkdlybuf4s50_1 620, nand4b_4 180, nor4_1 300, mux2_1 350
where the power goes:
group	switching [mW]	internal [mW]
logic	0.00623	0.00829
clock network	0.0478	0.0939
registers	0.00449	0.131
total	0.0585	0.234
per-layer routing:
metal  routed length, um  part of all wire, %  track usage [%]
met5                   0                    0                0
met4                  34                  2.2            1.190
met3                  61                  4.0            1.101
met2                 626                   41            7.210
met1                 797                   52            6.862
cell type report:
cell class	count	area, um^2	area share (%)
timing repair buffer	14	140.1	15.82
tap	48	60.06	6.780
inverter	1	3.754	0.4237
multi-input combinational	58	386.6	43.64
sequential	12	240.2	27.12
clock buffer	4	55.05	6.215
cell usage after synthesis:
cell	count	area (um^2)
and3b_1	2	17.52
dfxtp_1	12	240.2
xnor2_1	1	8.760
a21oi_1	6	30.03
a311oi_1	1	8.760
mux2_1	2	22.52
nand4_1	2	12.51
clkbuf_1	1	3.750
inv_1	1	3.750
nand4b_4	1	23.77
and4b_1	1	10.01
or3_1	2	12.51
nor3b_1	1	7.510
xor2_1	1	8.760
or4_1	1	7.510
o31ai_1	1	7.510
nor2_1	4	15.01
or3b_4	1	11.26
a31oi_1	2	12.51
nor4_1	2	12.51
nand2_1	3	11.26
nand3_1	2	10.01
and4b_2	1	11.26
o21ai_0	7	35.03
nand2b_1	1	6.260
nor3_1	2	10.01
nor2b_1	10	62.56
mux2_2	1	11.26
registers in the layout, indices dropped and copies added (netlist names):
| name | cells |
|---|---|
| out1 | 4 |
| out0 | 4 |
| out2 | 4 |
worst paths after layout:
| check | start | end | slack, ps | cells past startpoint |
|---|---|---|---|---|
| setup reg to reg | out1[1] | out2[1] | 2180 | 3 |
| hold reg to reg | out1[0] | out1[0] | 520 | 2 |
| setup / recovery | enable | out2[1] | 1630 | 4 |
| hold / removal | out1[0] | out1[0] | 520 | 2 |
cells by family (layout without fill, tap and decap cells):
family,Yosys count,in the layout,share of synthesized area (%)
compound gates,17,17,14.79
xor+xnor,2,2,2.762
buf+inv,2,19,1.182
flops,12,12,37.87
mux,3,3,5.325
simple gates,36,36,38.07
Power is estimated from default activity; no workload was simulated.
