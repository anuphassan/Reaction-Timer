$ cat flow/constraint.sdc
current_design Down_counter

set clk_period 3.0
set clk_io_pct 0.2

create_clock -name clk0 -period $clk_period [get_ports {clk}]

set non_clock_inputs [all_inputs -no_clocks]
set_input_delay [expr $clk_period * $clk_io_pct] -clock clk0 $non_clock_inputs
set_output_delay [expr $clk_period * $clk_io_pct] -clock clk0 [all_outputs]
$ cat flow/design.v
module Down_counter(random,reset,enable,clk,outLed,Q);  
	input [11:0] random;
	input clk,enable,reset;
	output reg [11:0] Q;
	output reg outLed = 0;
	always @(posedge clk) begin 
		if(enable == 0) begin
			Q <= random;
		end else if(enable == 1) begin
			if(Q > 0)
				Q <= Q - 1;
		end
	end
	always @(*) begin
		outLed = (Q == 0);
	end
endmodule
$ cat flow/config.mk
export PLATFORM = sky130hd
export DESIGN_NAME = Down_counter
export DESIGN_NICKNAME = Down_counter
export VERILOG_FILES = /design/flow/design.v
export SDC_FILE = /design/flow/constraint.sdc
export NUM_CORES = 4
export LEC_CHECK = 1
export CORE_AREA = 10 10 79 79
export DIE_AREA = 0 0 89 89
$ cat flow/run.sh
#!/bin/bash
# OpenROAD 26Q1-2900-gdf79404cd8, Yosys 0.63+post, stock flow scripts
make -C /OpenROAD-flow-scripts/flow DESIGN_CONFIG=/design/flow/config.mk WORK_HOME=/design/flow/orfs finish
==> results.txt <==
yosys + openroad results -> status=finished, final reports clean, max-cap violations=0, Synth async-reset ratio=0%, # IOs=28, number of global-route vias before repair=about 670, CTS Buf Count=3, die width=89 µm, Area leader share=roughly 47%, worst reg2reg startpoint=Q[0], largest net degree at the start of global routing=14, reg2reg end=Q[4], Yosys warning count=1, detailed-router iteration count before antenna repair=4, synthesized flop and latch total=12, Core Util at FP=about 16%, crit path DRT=~2.4 ns, Unique cell types=30, R2R cell count=5, setup ws final=0.2113 ns, Pwr Density=436.5 nW/µm², worst relative slew slack=65.19%, hold crit path type=reg2reg, number of enable flip-flop cells=12, gr ovfl total=0, Leak=0.3664 nW, Worst setup SP type=flop, routed wire length=2.139 mm, CTS tree=built, Final Max Slew Viols=0, Fillers=476, pre-CTS setup slack=0.3469 ns, final hold viol count=0, Synth Cell Area=about 770 µm², setup violators final=0, Layout Cells excl Fill=~150, Tmin final=2.789 ns, data arrival time of the worst path=2.19 ns, end point of the worst hold path=Q[11], Util after Layout=24.27%, Top FF cell, synth=edfxtp_1, R2R Setup Slk=0.81 ns, Max FO, Critical Path=4, initial antenna violation count=0, port bufs=26, dpl cells=~150, synthesized instance count=between 70 and 80, Post-synth area hogs=edfxtp_1 (47%), a31oi_1 (5.7%), nor2_1 (4.4%), Synth Seq Share=47.06%, H-tree depth=1, Vias/cell=around 4.5, Pwr Total=0.4937 mW, chip area=7921 µm², layout cell share with drive strength beyond 1=between 10% and 20%, Area Overhead vs Synth=47.71%, GP Congestion=around 0.85, cell with the most instances after synthesis=edfxtp_1, Antenna diodes=0, Max Fclk=358.6 MHz, Worst-Skew Late Latency=between 0.2 and 0.25 ns, top cells by instance count after synthesis=edfxtp_1 (12), nor2_1 (9), a31oi_1 (7), drt wl/cell=~14 µm, Top reg by flops=Q, first-pass GRT wire length=3.318 mm, Max Root-Sink Buffers=2, YS chip area=between 700 and 800 µm², Worst VDD drop=around 0.00014 V, core area=approximately 4700 µm², post-detail-place hpwl=1.684 mm, fin crit share=92.96%, Largest regs=Q: 12 flops, RSZ-0062 raised after global routing=false, Clock Skews=0.004898 ns, DRT iter0 DRCs=74, Clock Root Buffer=clkbuf_8, max FFs per register=12, Die Y=~90 µm, count of tool warnings=27, DRC=0, # Cells Yosys=between 70 and 80, Hold Crit Start=Q[11], Syn Area/Cell=10.35 µm², Worst Tran Pin Value=between 0.5 and 0.6 ns, ANT nets after route=0, WHS Path Cells=2, CP Capture Type=output port, type of the worst setup path=reg2out, row count=25, clock transition at the registers of the reported paths=0.05 ns, GRT Overall Usage=approximately 5.3%, clk sink count=12, area leader, netlist=edfxtp_1, vias=689, setup_tns=0 ns, CTS Hold Bufs=0
-- placed cells by master (no fill, tap or decap), drive strengths merged --
cell type,Yosys,final
or4,5,5
xnor2,1,1
nand2,1,1
or3,2,2
o21ai,1,1
nand4b,1,1
a31oi,7,7
clkinv,0,1
xor2,1,1
buf,1,1
mux2,1,1
a21oi,2,2
nor4,1,1
o41ai,2,2
ha,2,2
nor2,9,9
nand2b,4,4
o31ai,3,3
clkbuf,4,3
mux2i,1,1
clkdlybuf4s50,0,26
or4b,3,3
nand3b,1,1
nor3b,1,1
nor3,2,2
inv,3,3
o311ai,1,1
nand4,1,1
edfxtp,12,12
nor2b,1,1
-- how the worst max path moves through the flow --
stage,endpoint,slack [ns],cells past startpoint,start
CTS,outLed,0.09,5,Q[0]
global route,outLed,0.08,5,Q[0]
finish,outLed,0.21,5,Q[0]
-- layer usage --
| metal | up-vias | GRT usage (%) | share of wire, % |
|---|---|---|---|
| li1 | 344 | - | - |
| met1 | 321 | 5.956 | 40 |
| met3 | 2 | 2.663 | 9.7 |
| met2 | 22 | 9.309 | 49 |
| met4 | 0 | 0.2890 | 0.61 |
| met5 | - | 0 | 0 |
-- stage by stage --
stage               hold WS (ns)  instance area [µm²]
finish                    0.7168                 1131
floorplan                 0.6000                765.7
CTS                       0.7086                 1126
global placement          0.6684                 1081
detailed placement        0.6929                 1081
global route              0.7714                 1131
-- power breakdown --
group	switching [mW]	internal (mW)
Clock	0.0560	0.0900
Combinational	0.0361	0.0718
Sequential	0.0303	0.210
-- layout make-up --
cell class | instances | area, µm² | area share [%]
Clock buffer | 3 | 41.29 | 3.650
Clock inverter | 1 | 3.754 | 0.3319
Inverter | 3 | 11.26 | 0.9956
Multi-Input combinational cell | 54 | 379.1 | 33.52
Sequential cell | 12 | 360.3 | 31.86
Tap cell | 54 | 67.56 | 5.973
Timing Repair Buffer | 27 | 267.8 | 23.67
-- repair_timing --
action,4_1_cts,5_1_grt
setup endpoints to repair,0,1
setup buffers,0,0
resized,0,1
-- cells by family after synthesis --
| kind of cell | count (synthesis) | synth area share, % |
|---|---|---|
| buf+inv | 8 | 4.084 |
| simple gates | 32 | 26.47 |
| fa+ha+maj | 2 | 3.267 |
| mux | 2 | 2.778 |
| xor+xnor | 2 | 2.288 |
| compound gates | 16 | 14.05 |
| flops | 12 | 47.06 |
-- worst max-delay path: stages, from the launching register on --
cell and delay [ns]:
edfxtp_1 0.42, inv_1 0.12, ha_1 0.14, or4b_2 0.60, nor3_2 0.17, clkdlybuf4s50_1 0.50
Power figures rest on the tool's default switching activity, not on a simulated workload.
